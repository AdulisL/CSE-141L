==> /design/flow/run.sh <==
#!/bin/bash
# OpenROAD 26Q1-2900-gdf79404cd8, Yosys 0.63+post, stock flow scripts
make -C /OpenROAD-flow-scripts/flow DESIGN_CONFIG=/design/flow/config.mk WORK_HOME=/design/flow/orfs finish
==> /design/flow/config.mk <==
export PLATFORM = sky130hd
export DESIGN_NAME = data_mem
export DESIGN_NICKNAME = data_mem
export VERILOG_FILES = /design/flow/design.v
export SDC_FILE = /design/flow/constraint.sdc
export NUM_CORES = 4
export LEC_CHECK = 1
export CORE_UTILIZATION = 40
==> /design/flow/constraint.sdc <==
current_design data_mem

set clk_period 29.1
set clk_io_pct 0.2

create_clock -name clk0 -period $clk_period [get_ports {CLK}]

set non_clock_inputs [all_inputs -no_clocks]
set_input_delay [expr $clk_period * $clk_io_pct] -clock clk0 $non_clock_inputs
set_output_delay [expr $clk_period * $clk_io_pct] -clock clk0 [all_outputs]
==> /design/flow/design.v <==
package ALU_def;
    typedef enum logic[2:0]{
       ADD,  
	   XOR,	 
	   SHIFT,  
	   AND,	 
	   LW,	 
	   SW,	 
	   BEQ,	 
	   STP	 
    } ALU_CTRL;
endpackage
package ControlUnit_def;
    typedef enum{
       ADD = 0,
	   XOR = 1,
	   SHIFT = 2,
	   AND = 3,
	   LW = 4,
	   SW = 5,
	   BEQ = 6,
	   STP = 7
    } Opcode;
endpackage
package definitions;
    typedef enum logic[2:0] {
        ADD, LSH, RSH, XOR,
        AND, SUB, CLR } op_mne;
endpackage  
module data_mem(
  input              CLK,
  input [7:0]        DataAddress,    
  input              WriteEnMem,
  input [7:0]        DataIn,
  output logic[7:0]  DataOut);
  logic [7:0] Core [256];             
  always_comb
    DataOut = Core[DataAddress];
  always_ff @ (posedge CLK)
    if(WriteEnMem) 
      Core[DataAddress] <= DataIn;
endmodule
==> results.txt <==
Summary of the current implementation state.

- The net switching fraction of the power is 20.99%, for reference.
- Looking at the critical path, the single cell with the biggest stage delay is sky130_fd_sc_hd__o41ai_1.
- The main area contributors are sky130_fd_sc_hd__edfxtp_1, sky130_fd_sc_hd__mux4_2, sky130_fd_sc_hd__a22oi_1.
- The horizontal die dimension is 444.5 um, for reference.
- The first global-routing pass estimated roughly 270000 um of wire.
- The fraction of the core area occupied by cells at floorplan is between 40% and 50%, for reference.
- Among all flip-flop cells after synthesis, the most frequent one is sky130_fd_sc_hd__edfxtp_1.
- Of the total power, combinational logic draws approximately 4.5%.
- The flow reports an fmax of around 0.056 GHz.
- The ratio of cells with drive above 1 in the final layout is 25.75%, for reference.
- The floorplan step defined a core boundary enclosing 194800 um^2.
- At the end of routability-driven placement, the weighted congestion stood at roughly 0.86.
- The critical path in this run is classified as in2out.
- The largest total area in the synthesized netlist belongs to sky130_fd_sc_hd__edfxtp_1.
- The post-cts hold buffer count is 0, for reference.
- The number of slew-limit violations in the final report is 0, for reference.
- The first-iteration detailed-routing DRC count is roughly 2600, for reference.
- Warnings reported by Yosys during synthesis add up to 1.
- During placement, the flow inserted port buffers numbering 25.
- The utilization of the core after routing is a little under half, for reference.
- The worst setup path is captured at a primary output.
- The register containing the most flip-flops in the final layout is Core, for reference.
- The synth_stat.txt file lists the number of cells as 3539.
- The total iterations of the first detailed-routing run is 7, for reference.
- The wire-length estimate of the detail-placed layout is between 100000 and 150000 um.
- The tightest min-delay check is of the in2reg type.
- The worst hold-check slack is roughly 5400 ps, for reference.
- The initial antenna violation count was 4.
- Setup repair after global routing left no endpoint under its margin.
- The leakage power summed over all cells is between 20 and 30 nW, for reference.
- The post-synthesis to final-layout area growth is 13.12%, for reference.
- The detail route stage leaves a number of antenna-violating nets equal to 0.
- The headroom to the max-slew limit is under 10%, for reference.
- For this run, the final setup violation count is recorded as 0.
- The number of flip-flops in the largest register is 2048, for reference.
- The reported net switching power is approximately 1.3 mW, for reference.
- In this run, synthesis inferred around 2000 flip-flops with an integrated enable.
- The nature of the critical path startpoint is an input pin, for reference.
- The run finished with clean final reports.
- The internal power is 4.741 mW, for reference.
- The clock period minus final worst setup slack is about 18000 ps, for reference.
- Along the worst path, the maximum fanout reaches 51.
- The CTS log lists the clock sinks for this run as ~2000.
- The aggregate global routing overflow is 0, for reference.
- The worst voltage drop across the vdd grid is 0.00006203 V, for reference.
- According to the timing report, the arrival time at the worst endpoint equals 12100 ps.
- The delay of the slowest cell on the worst path is between 1000 and 1500 ps, for reference.
- The number of distinct library cells after synthesis is 21, for reference.
- The launch point of the critical path was reported as DataAddress[0].
- The fraction of the yosys area taken by sequential cells is around 80%, for reference.
- Detailed routing inserted a total of 36620 vias.
- The flow reports that sequential cells draw a little over half of the design power.
- The OpenROAD report gives the critical path a required time of 23280 ps.
- The via count of the first global-routing pass is between 40000 and 50000, for reference.
- After detailed routing, the average wire length per cell comes to about 29 um.
- For reference, the critical path cell chain is buf_8 > buf_4 > buf_4 > buf_4 > buf_4 > mux4_2 > a22oi_1 > a21oi_1 > o41ai_1 > nand4_1 > clkdlybuf4s50_1.
- In the routed design, unresolved DRC markers number 0.
- The number of resized instances in the post-cts repair step is 0, for reference.
- After floorplanning, the core was divided into between 150 and 200 placement rows.
- The total I/O pin count is 26, for reference.
- In this run the post-CTS setup repair buffer count came out at 0.
- The final critical-path share of the clock period is about 60%, for reference.
- The die is approximately 440 um tall.
- Summed over all layers, the routed wires come to approximately 190000 um.
- The power density normalized to cell area is 67.72 nW/um^2, for reference.
- Per the synth log, the flip-flop and latch total comes to ~2000.
- The filler cells instantiated in the layout total ~16000.
- The count of final hold-check violations is 0, for reference.
- In the final layout, the registers with the most flip-flops are Core: 2048 flops.
- Per STA, the library cell used most along the worst path is sky130_fd_sc_hd__buf_4.
- The synthesized area is 78330 um^2, for reference.
- Global routing consumed, over all layers together, about a fifth of the routing resources.
- The clock tree from TritonCTS is yes, for reference.
- The gate count after technology mapping is roughly 3500, for reference.
- Dividing the synthesized area by the synthesized cell count gives roughly 22 um^2.
- The clock share of power is 41.3%, for reference.
- No sink is reached through more buffers than the 3 on the longest clock path.
- Summing over the stages, the warning tally comes to 26.
- The area of the synthesized netlist per yosys stat is 78330 um^2, for reference.
- The most critical setup path has its endpoint at DataOut[7].
- The max-capacitance violation count is 0, for reference.
- The H-tree depth is 4, for reference.
- The clock transition at the registers of the reported paths is ~60 ps, for reference.
- For the final routed database, the setup TNS stands at 0 ps.
- The share of synthesized registers carrying an async set or reset is 0%, for reference.
- By instance count, the leading cell after synthesis is sky130_fd_sc_hd__edfxtp_1.
- Per the detail_route report, vias per standard cell equal between 5 and 6.
- After synthesis, the largest area contributor takes up around 79% of total cell area.
- The transition at the pin with the smallest max-transition slack is around 1400 ps, for reference.
- CTS added clock buffers totalling 200.
- Sorting the synthesized cells by how often they occur yields sky130_fd_sc_hd__edfxtp_1, sky130_fd_sc_hd__mux4_2, sky130_fd_sc_hd__a22oi_1, sky130_fd_sc_hd__nor2_1, sky130_fd_sc_hd__clkbuf_1.
- Entering global routing, the biggest net connects 98 pins.
- Per the OpenROAD floorplan log, the area of the die is about 200000 um^2.
- Clock tree synthesis selected as its root buffer the cell sky130_fd_sc_hd__clkbuf_16.
[per-layer routing]
metal  GRT usage [%]  share of wire, %  vias up
li1                -                 -    15410
met1           27.39                34    18830
met2           30.64                48     2077
met3           14.92                16      290
met4           4.559               2.6       11
met5          0.9524              0.15        -
[worst min path at each step]
stage | startpoint | depth (start not counted) | end
4_1_cts | DataIn[4] | 1 | Core[172][4]$_DFFE_PP_
5_1_grt | DataIn[4] | 1 | Core[175][4]$_DFFE_PP_
6_report | DataIn[4] | 1 | Core[175][4]$_DFFE_PP_
[critical path: cells and delay by family]
kind	cells	cell delay, ps
compound gates	3	1690
simple gates	1	610
buf+inv	6	3260
mux	1	550
[final cells by class]
class | count | area, um^2 | area share [%]
flip-flops and latches | 2048 | 61500 | 69.40
multi-input cells | 1258 | 15860 | 17.90
inverters | 1 | 3.754 | 0.004236
well taps | 2624 | 3283 | 3.705
repair buffers | 210 | 1739 | 1.963
diodes | 2 | 5.005 | 0.005648
clock buffers | 245 | 5216 | 5.887
clock inverters | 110 | 1003 | 1.132
[metrics by stage]
| stage | cell area, um^2 | setup WS (ps) | total power [mW] | instances |
|---|---|---|---|---|
| after CTS | 88610 | 11010 | 6.054 | 6496 |
| after floorplan | 78330 | 15720 | 3.460 | 3539 |
| after global routing | 88610 | 10820 | 6.177 | 6496 |
| final | 88610 | 11180 | 6.001 | 6498 |
| after global placement | 82360 | 10990 | 3.584 | 6140 |
| after detailed placement | 82390 | 11020 | 3.587 | 6141 |
[cells by family after synthesis]
kind of cell	synth area share (%)
DFF	78.51
and+or+nand+nor	1.736
muxes	14.72
buffers and inverters	1.404
AOI/OAI and AO/OA	3.629
[cell usage in the layout (no fill, tap or decap), drive strengths merged, types with 30 or more instances in the layout]
master	netlist	layout
edfxtp	2048	2048
mux4	512	512
a22oi	256	256
clkbuf	145	245
nor2	232	232
buf	87	195
a21oi	128	128
clkinv	0	81
o41ai	32	32
nor3	30	30
[power by group through the flow]
stage	logic (mW)	registers (mW)	clock network, mW
after CTS	0.273	3.25	2.53
final	0.268	3.25	2.48
after global routing	0.289	3.25	2.64
Power figures rest on the tool's default switching activity, not on a simulated workload.
