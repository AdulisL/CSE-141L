==> design/flow/design.v <==
package ALU_def;
    typedef enum logic[2:0]{
       ADD,  
	   XOR,	 
	   SHIFT,  
	   AND,	 
	   LW,	 
	   SW,	 
	   BEQ,	 
	   STP	 
    } ALU_CTRL;
endpackage
package ControlUnit_def;
    typedef enum{
       ADD = 0,
	   XOR = 1,
	   SHIFT = 2,
	   AND = 3,
	   LW = 4,
	   SW = 5,
	   BEQ = 6,
	   STP = 7
    } Opcode;
endpackage
package definitions;
    typedef enum logic[2:0] {
        ADD, LSH, RSH, XOR,
        AND, SUB, CLR } op_mne;
endpackage  
module DataMem(
  input              Clk,
                     Reset,
                     WriteEn,
  input [7:0]        DataAddress,    
                     DataIn,		 
  output logic[7:0]  DataOut);
  logic [7:0] Core[256];			 
  always_comb        
    DataOut = Core[DataAddress];
  always_ff @ (posedge Clk)		  
    if(Reset) begin
      for(int i = 0; i < 256; i++)
	        Core[i] <= 0;
      Core[0]   <= 3;      
      Core[244] <= 5;			  
	end
    else if(WriteEn) 
      Core[DataAddress] <= DataIn;
endmodule
==> design/flow/run.sh <==
#!/bin/bash
# OpenROAD 26Q1-2900-gdf79404cd8, Yosys 0.63+post, stock flow scripts
make -C /OpenROAD-flow-scripts/flow DESIGN_CONFIG=/design/flow/config.mk WORK_HOME=/design/flow/orfs finish
==> design/flow/config.mk <==
export PLATFORM = sky130hd
export DESIGN_NAME = DataMem
export DESIGN_NICKNAME = DataMem
export VERILOG_FILES = /design/flow/design.v
export SDC_FILE = /design/flow/constraint.sdc
export NUM_CORES = 4
export LEC_CHECK = 1
export CORE_UTILIZATION = 50
==> design/flow/constraint.sdc <==
current_design DataMem

set clk_period 11.3
set clk_io_pct 0.2

create_clock -name clk0 -period $clk_period [get_ports {Clk}]

set non_clock_inputs [all_inputs -no_clocks]
set_input_delay [expr $clk_period * $clk_io_pct] -clock clk0 $non_clock_inputs
set_output_delay [expr $clk_period * $clk_io_pct] -clock clk0 [all_outputs]
==> results.txt <==
Reports from this run.

- The global-route wire length before repair reads between 300000 and 400000 um.
- The aggregate global-route resource usage reads 0.293.
- The register containing the most flip-flops in the final layout is Core.
- The total grt overflow reads 0.
- The area of the mapped netlist reads 93700 um2.
- The average size of a mapped cell is 15.4 um2.
- The number of standard cells reported by yosys is 6097.
- The post-layout worst setup margin is around 1.9 ns.
- By instance count after routing, the leading logic cell types are 2048 x edfxtp_1, 1921 x and2_1, 512 x mux4_2.
- The number of buffers inserted by post-CTS setup repair is 0.
- The critical hold path startpoint is DataIn[4].
- The number of gates given a new drive strength after cts reads 0.
- The proportion of layout cells with a drive suffix above 1 is 0.198.
- Counting pins that exceed their max-slew limit in the final report gives 0.
- The depth of the worst hold-timing path is 2.
- The post-synthesis register bit count is 2048.
- During I/O placement, the number of pins put on the boundary was 27.
- Looking at the hold checks, the worst path lands on Core[13][4]$_SDFFCE_PN0P_.
- Per the TritonCTS log, the buffer count is 213.
- The horizontal extent of the die is ~430 um.
- The count of synthesis-stage warnings from yosys is 1.
- The vertical die dimension is 435 um.
- The final layout contains routed wiring with a total length of roughly 240000 um.
- The OpenROAD report gives the critical path a required time of 9.04 ns.
- By area the synthesized netlist is led by edfxtp_1 66%, and2_1 13%, mux4_2 12%, a22oi_1 2.1%, or2_2 1.6%.
- The kind of critical path is in2out.
- The synthesized instance count reads 6097.
- The cell sitting at the root of the clock tree is a clkbuf_16.
- The count of nets left with antenna violations after detail routing reads 0.
- The most common logic cell in the final layout is edfxtp_1.
- The final cycle utilization of the critical path reads 0.835.
- Among the stages of the critical path, the cell type that occurs most often is buf_4.
- The final weighted congestion of routability-driven global placement reads 0.922.
- The buffer and inverter count on the worst path reads 5.
- Summed over all nets, the half-perimeter wirelength after detailed placement is 151000 um.
- Setup repair after global routing left no endpoint under its margin.
- The total setup violations reported at the end of the flow is 0.
- Sorting the Yosys area breakdown by cell type puts at the top edfxtp_1.
- The maximum count of clock buffers along a single path reads 3.
- The minimum setup slack after placement is 1.86 ns.
- The number of rows created at floorplan is around 160.
- Grouping stages by cell kind, the critical path spends the most delay in buffers and inverters.
- The flip-flop count of the largest register after layout is 2048.
- The smallest clock period supported by the final layout is computed as 9.43 ns.
- Traced cell by cell, the critical path runs through buf_8 > buf_4 > buf_4 > mux4_2 > a22oi_1 > a21oi_1 > o41ai_1 > buf_4 > nand4_1 > clkdlybuf4s50_1.
- The leakage component of the power is 35.3 nW.
- The fraction of post-synthesis cell area in the top cell type by area is 0.657.
- The total tool warning count is 30.
- Per the log, the first TritonRoute iteration ended with a DRC count of 3056.
- The registers reported with the highest flop counts are Core: 2048 flops.
- The final tally of hold violations is 0.
- The path class of the tightest hold or removal check is in2reg.
- The accumulated negative setup slack is 0 ns.
- The transition at the pin with the smallest max-transition slack is ~1.4 ns.
- The starting density of the core reads 0.504.
- The clock-pin slew on the worst setup and hold paths is about 0.060 ns.
- The detailed-route DRC error count reads 0.
- On the worst path, the slowest cell contributes a delay of 1.20 ns.
- The cell with the biggest individual delay on the critical path reads o41ai_1.
- The run reported a max-capacitance violation count of 0.
- The number of detailed-routing iterations run before antenna repair reads 7.
- The average wire length per cell after detail routing reads 28.3 um.
- The maximum number of pins on one net before global-route repair is 124.
- The CTS H-tree depth is 4.
- The maximum clock frequency is around 110 MHz.
- The normalized max-slew margin is 0.0420.
- The post-route total power reads approximately 17 mW.
- The number of sinks on the clock net reads between 2000 and 2500.
- Per the OpenROAD floorplan log, the area of the core is 186000 um2.
- The initial antenna violation count reads 5.
- The report puts the hold buffer count at CTS at 0.
- The peak supply drop is 0.000135 V.
- The area overhead of the layout relative to synthesis is 10.1%.
- The die outline area reads 189000 um2.
- The post-synth area from yosys stat reads 93700 um2.
- The run finished with clean final reports.
- Input and output buffers added on the ports amount to 26.
- The worst setup path is launched from an input pin.
- The detailed-route vias per instance reads between 5 and 6.
- In this run the power density over the cells is 165 nW/um2.
- TritonCTS built the clock tree.
- The largest fanout on the critical path reads 49.
- The sequential fraction of the synthesis area reads 0.657.
- The netlist uses 27 different library cells.
- The type of element capturing the critical path reads an output port.
- The total number of vias is around 50000.
- For the worst setup path, the data arrival time is 7.17 ns.
- The number of global-route vias before repair is 53195.
## synthesized netlist by cell type
master / instances
a21o_1: 16
a21oi_1: 128
a22oi_1: 256
and2_1: 1922
and3_1: 126
buf_1: 33
buf_2: 36
buf_4: 12
buf_6: 15
clkbuf_1: 394
edfxtp_1: 2048
inv_1: 1
mux4_2: 512
nand2_1: 31
nand2b_1: 5
nand3_1: 5
nand3b_1: 3
nand4_1: 8
nor2_1: 259
nor2_2: 2
nor2b_1: 6
nor3_2: 1
nor3b_1: 1
o41ai_1: 32
or2_1: 1
or2_2: 242
or3_1: 2
## where the power goes
group          leakage [nW]  switching (mW)  total [mW]  internal (mW)
combinational          12.5           0.724        1.15          0.430
clock                  3.38            2.94        6.99           4.05
sequential             19.4           0.109        8.83           8.72
## metrics by stage
| stage | cell area, um2 | util | hold WS (ns) | std cells |
|---|---|---|---|---|
| 2_1_floorplan | 93700 | - | 2.68 | 6097 |
| 3_3_place_gp | 96200 | 0.518 | 2.83 | 8246 |
| 3_5_place_dp | 96200 | 0.518 | 2.84 | 8246 |
| 4_1_cts | 103000 | 0.555 | 1.93 | 8640 |
| 5_1_grt | 103000 | 0.555 | 1.97 | 8641 |
| 6_report | 103000 | 0.555 | 1.97 | 8641 |
## worst max path at each step
stage,from,endpoint,slack [ns],cells past startpoint
after CTS,DataAddress[0],DataOut[7],1.82,10
after global routing,DataAddress[0],DataOut[7],1.60,10
final,DataAddress[0],DataOut[2],1.87,10
## metal layers
metal  vias up  wire (um)  track usage  part of all wire
met5         -        247      0.00731            0.0010
met3       424      28900        0.145              0.12
met2      2067     116000        0.423              0.48
met1     25176      90900        0.443              0.37
met4        10       8370       0.0752             0.034
li1      22461          -            -                 -
## kinds of logic (layout without fill, tap and decap cells)
family / after synthesis / in the layout / synth area share
DFF: 2048 / 2048 / 0.657
AOI/OAI and AO/OA: 432 / 432 / 0.0316
other: 0 / 1 / 0
buffers and inverters: 491 / 554 / 0.0218
muxes: 512 / 512 / 0.123
and+or+nand+nor: 2614 / 2614 / 0.167
## cell type report
| cell class | instances | area (um2) |
|---|---|---|
| multi-input cells | 3558 | 30200 |
| well taps | 2480 | 3100 |
| inverters | 1 | 3.75 |
| clock inverters | 130 | 1250 |
| repair buffers | 159 | 1430 |
| flip-flops and latches | 2048 | 61500 |
| fillers | 14205 | 82700 |
| diodes | 1 | 2.50 |
| clock buffers | 264 | 5650 |
Power is estimated from default activity; no workload was simulated.
